`run.sh`:
```
#!/bin/bash
# OpenROAD 26Q1-2900-gdf79404cd8, Yosys 0.63+post, stock flow scripts
make -C /OpenROAD-flow-scripts/flow DESIGN_CONFIG=/design/flow/config.mk WORK_HOME=/design/flow/orfs finish
```
`config.mk`:
```
export PLATFORM = sky130hd
export DESIGN_NAME = digital_voting_system_top
export DESIGN_NICKNAME = digital_voting_system_top
export VERILOG_FILES = /design/flow/design.v
export SDC_FILE = /design/flow/constraint.sdc
export NUM_CORES = 4
export LEC_CHECK = 1
export CORE_UTILIZATION = 40
```
`constraint.sdc`:
```
current_design digital_voting_system_top

set clk_period 3.9
set clk_io_pct 0.2

create_clock -name clk0 -period $clk_period [get_ports {master_clk}]

set non_clock_inputs [all_inputs -no_clocks]
set_input_delay [expr $clk_period * $clk_io_pct] -clock clk0 $non_clock_inputs
set_output_delay [expr $clk_period * $clk_io_pct] -clock clk0 [all_outputs]
```
`design.v`:
```
module clock_generator(
    input  wire master_clk,
    input  wire reset,
    output wire system_clk,
    output wire display_clk,
    output wire security_clk
);
    assign system_clk   = master_clk;   
    assign display_clk  = master_clk;
    assign security_clk = master_clk;
endmodule
module digital_voting_system_top (
    input wire master_clk,
    input wire reset,
    input wire [7:0] voter_id_input,
    input wire [3:0] candidate_selection,
    input wire submit_vote,
    input wire authenticate_voter,
    input wire display_results_request,
    input wire system_enable,
    output wire [7:0] system_status,
    output wire [7:0] current_voter_id,
    output wire [3:0] current_candidate,
    output wire vote_accepted,
    output wire vote_rejected,
    output wire system_ready,
    output wire [15:0] total_votes_cast,
    output wire [3:0] winning_candidate_id,
    output wire [15:0] winning_candidate_votes,
    output wire results_available,
    output wire [7:0] error_code,
    output wire system_clk_out,
    output wire display_clk_out,
    output wire security_clk_out
);
    wire system_clk, display_clk, security_clk;
    clock_generator clk_gen (
        .master_clk(master_clk),
        .reset(reset),
        .system_clk(system_clk),
        .display_clk(display_clk),
        .security_clk(security_clk)
    );
    voting_system_controller voting_sys (
        .clk(system_clk),
        .reset(reset),
        .voter_id_input(voter_id_input),
        .candidate_selection(candidate_selection),
        .submit_vote(submit_vote),
        .authenticate_voter(authenticate_voter),
        .display_results_request(display_results_request),
        .system_enable(system_enable),
        .system_status(system_status),
        .current_voter_id(current_voter_id),
        .current_candidate(current_candidate),
        .vote_accepted(vote_accepted),
        .vote_rejected(vote_rejected),
        .system_ready(system_ready),
        .total_votes_cast(total_votes_cast),
        .winning_candidate_id(winning_candidate_id),
        .winning_candidate_votes(winning_candidate_votes),
        .results_available(results_available),
        .error_code(error_code)
    );
    assign system_clk_out = system_clk;
    assign display_clk_out = display_clk;
    assign security_clk_out = security_clk;
endmodule
module vote_counter(
    input wire clk,
    input wire reset,
    input wire valid_vote,
    input wire [3:0] candidate,
    input wire result_request,
    output reg [15:0] total_votes_cast,
    output reg [3:0] winning_candidate_id,
    output reg [15:0] winning_candidate_votes,
    output reg results_available
);
    reg [15:0] votes [0:3];
    integer i;
    always @(posedge clk or posedge reset) begin
        if (reset) begin
            total_votes_cast <= 0;
            for (i = 0; i < 4; i = i + 1)
                votes[i] <= 0;
            winning_candidate_id <= 0;
            winning_candidate_votes <= 0;
            results_available <= 0;
        end else begin
            if (valid_vote && candidate < 4) begin
                votes[candidate] <= votes[candidate] + 1;
                total_votes_cast <= total_votes_cast + 1;
            end
            if (result_request) begin
                winning_candidate_id <= 0;
                winning_candidate_votes <= votes[0];
                for (i = 1; i < 4; i = i + 1) begin
                    if (votes[i] > winning_candidate_votes) begin
                        winning_candidate_votes <= votes[i];
                        winning_candidate_id <= i[3:0];
                    end
                end
                results_available <= 1;
            end else begin
                results_available <= 0;
            end
        end
    end
endmodule
module voter_authentication(
    input wire clk,
    input wire reset,
    input wire [7:0] voter_id_input,
    input wire authenticate_voter,
    input wire system_enable,
    output reg authenticated,
    output reg already_voted,
    output reg valid_voter
);
    reg [7:0] registered_voters [0:15];
    reg voted [0:15];
    integer i;
    initial begin
        for (i = 0; i < 16; i = i + 1) begin
            registered_voters[i] = 8'h10 + i;  
            voted[i] = 0;
        end
    end
    always @(posedge clk or posedge reset) begin
        if (reset) begin
            authenticated <= 0;
            already_voted <= 0;
            valid_voter <= 0;
            for (i = 0; i < 16; i = i + 1)
                voted[i] <= 0;
        end else if (system_enable && authenticate_voter) begin
            valid_voter <= 0;
            already_voted <= 0;
            authenticated <= 0;
            for (i = 0; i < 16; i = i + 1) begin
                if (voter_id_input == registered_voters[i]) begin
                    valid_voter <= 1;
                    if (voted[i]) begin
                        already_voted <= 1;
                        authenticated <= 0;
                    end else begin
                        authenticated <= 1;
                        already_voted <= 0;
                        voted[i] <= 1;
                    end
                end
            end
        end
    end
endmodule
module voting_system_controller(
    input wire clk,
    input wire reset,
    input wire [7:0] voter_id_input,
    input wire [3:0] candidate_selection,
    input wire submit_vote,
    input wire authenticate_voter,
    input wire display_results_request,
    input wire system_enable,
    output reg [7:0] system_status,
    output reg [7:0] current_voter_id,
    output reg [3:0] current_candidate,
    output reg vote_accepted,
    output reg vote_rejected,
    output reg system_ready,
    output wire [15:0] total_votes_cast,
    output wire [3:0] winning_candidate_id,
    output wire [15:0] winning_candidate_votes,
    output wire results_available,
    output reg [7:0] error_code
);
    wire authenticated, already_voted, valid_voter;
    reg allow_vote;
    reg result_request_pulse;
    voter_authentication auth (
        .clk(clk),
        .reset(reset),
        .voter_id_input(voter_id_input),
        .authenticate_voter(authenticate_voter),
        .system_enable(system_enable),
        .authenticated(authenticated),
        .already_voted(already_voted),
        .valid_voter(valid_voter)
    );
    vote_counter vcount (
        .clk(clk),
        .reset(reset),
        .valid_vote(allow_vote),
        .candidate(candidate_selection),
        .result_request(display_results_request),
        .total_votes_cast(total_votes_cast),
        .winning_candidate_id(winning_candidate_id),
        .winning_candidate_votes(winning_candidate_votes),
        .results_available(results_available)
    );
    always @(posedge clk or posedge reset) begin
        if (reset) begin
            system_status <= 0;
            current_voter_id <= 0;
            current_candidate <= 0;
            vote_accepted <= 0;
            vote_rejected <= 0;
            system_ready <= 0;
            error_code <= 0;
            allow_vote <= 0;
        end else begin
            system_ready <= system_enable;
            if (system_enable) begin
                if (authenticate_voter) begin
                    current_voter_id <= voter_id_input;
                    if (!valid_voter) begin
                        system_status <= 0;
                        error_code <= 8'h01;  
                        vote_accepted <= 0;
                        vote_rejected <= 1;
                        allow_vote <= 0;
                    end else if (already_voted) begin
                        system_status <= 0;
                        error_code <= 8'h02;  
                        vote_accepted <= 0;
                        vote_rejected <= 1;
                        allow_vote <= 0;
                    end else if (authenticated) begin
                        system_status <= 8'h01;
                        error_code <= 0;
                        vote_accepted <= 0;
                        vote_rejected <= 0;
                        allow_vote <= 0;
                    end
                end
                if (system_status == 8'h01 && submit_vote) begin
                    current_candidate <= candidate_selection;
                    if (candidate_selection < 4) begin
                        vote_accepted <= 1;
                        vote_rejected <= 0;
                        allow_vote <= 1;
                        error_code <= 0;
                    end else begin
                        vote_accepted <= 0;
                        vote_rejected <= 1;
                        error_code <= 8'h03;  
                        allow_vote <= 0;
                    end
                end else begin
                    vote_accepted <= 0;
                    vote_rejected <= 0;
                    allow_vote <= 0;
                end
            end else begin
                system_status <= 0;
                system_ready <= 0;
            end
        end
    end
endmodule
```
==> results.toml <==
# implementation run metrics
[detailed_routing]
dr.pass1.iters = 4
diodes = 0
routedWlPerCell_um = 16.76
drt_iter0_drc = 359
drtAntennaViolNets = 0
finalWirelength_um = 18450
vias = 5947
drc = 0
viasPerCell = 5.401

[critical_path]
worstSetupStartpointType = "clock port"
cp-startpoint = "master_clk"
cp-end-kind = "primary output"
regToRegEndpoint = "voting_sys.vcount.winning_candidate_votes[5]$_DFFE_PP0P_"
setup.worst_path.end = "security_clk_out"
r2r_start = "voting_sys.vcount.votes[3][14]$_DFFE_PP0P_"
reg2reg_depth = 7
worstPathRequired_ns = 3.12
worstPathArrival_ns = 2.61
path_class = "clock port to primary output"
crit_path_max_fanout = 2
r2r_slack_ns = 1.01

[placement]
routabilityCongestion = 0.8978
place_area_sq_um = 8630
hpwl_um = 13360
pre_cts_ws_ns = 0.3903
portBuffers = 73
dp_cells = 1064

[floorplanning]
fp_util = 0.4107
dieHeight_um = 140.8
dieWidth_um = 140.8
die_area_sq_um = 19830
num_rows = 50
ioPinCount = 89
core_sq_um = 18770

[timing]
drv_slew = 0
tns_ns = 0
fin_hold_ws_ns = 0.4516
slew_headroom = 0.5153
worstMarginPinSlew_ns = 0.7271
skew_ns = 0.008663
rsz0062_at_grt = "false"
setup_viol = 0
finalWorstSetupSlack_ns = 0.5136
hold_viol = 0

[cells_and_area]
drive_gt1_frac = 0.09689
area_growth_pct = 20.78
final_cell_area_sq_um = 9309
stdcell_count = 1101
fillCellCount = 1693
post-route-util = 0.4960

[power_and_ir_drop]
power.share.combinational = 0.359
total_power_mw = 5.386
pwr-share-seq = 0.301
p_int_mw = 3.477
p_clk_frac = 0.340
power_density_nw_per_um2 = 578.6
peakVddDrop_v = 0.0003618
switching_share = 0.3543
p_sw_mw = 1.908
p_leak_nw = 4.263

[synth]
ys_ff = 136
netlist_instances = 782
synth_stat.cells = 782
async_reset_ff_frac = 1.000
edf_count = 0
yosysWarnings = 5
yosys.area_share.simple = 0.1544
synthTopLogicFamily = "AND-OR/OR-AND gates"
xor_area_frac = 0.03750
yosysUniqueCellTypes = 57
fa_ha_area_frac = 0.08117
ff_type = "dfrtp_1"
synth.yosys.seq_area_share = 0.4416
avgSynthCellArea_sq_um = 9.856
mux_area_frac = 0.07451
aoi_share = 0.1615
syn_area_sq_um = 7707
yosys_area_sq_um = 7707

[outcome]
status = "finished clean"

[cts]
postCtsSetupBuffers = 0
cts_hold_buf = 0
clk_pin_slew_ns = 0.06
cts_resized = 0
cts_tree = "built"
clk_latency_ns = 0.54

[worst_hold_path]
hold_path_class = "register to register"

[run]
maxCapViolCount = 0
warnings = 30

[grt]
grt_overflow = 0
grt_pass1_wl_um = 30420
grt_max_degree = 120
grt_pass1_vias = 5813
antenna_found_initial = 0
grt_usage = 0.2019
-- area by class of cell --
class | instances | area [sq um] | area share
Multi-Input combinational cell | 583 | 3988 | 0.4284
Sequential cell | 136 | 3403 | 0.3656
Timing Repair Buffer | 85 | 825.8 | 0.08871
Clock buffer | 26 | 574.3 | 0.06169
Tap cell | 234 | 292.8 | 0.03145
Clock inverter | 14 | 135.1 | 0.01452
Inverter | 23 | 90.09 | 0.009677
-- synth_stat cells, drive strengths merged, types with 4 or more instances --
cell | number | area [sq um]
buf | 24 | 177.7
ha | 50 | 625.6
and4 | 6 | 55.05
nand4 | 10 | 62.56
o21a | 4 | 30.03
a21oi | 47 | 239.0
o21ai | 44 | 220.2
dfrtp | 136 | 3403
nand3 | 20 | 100.1
and3 | 7 | 48.80
and2 | 6 | 37.54
nand2 | 86 | 325.3
nor2b | 7 | 46.30
a21o | 4 | 30.03
mux2 | 11 | 123.9
a211oi | 22 | 165.2
a31oi | 21 | 131.4
xor2 | 16 | 140.1
nor3 | 11 | 55.05
inv | 23 | 86.33
xnor2 | 17 | 148.9
clkbuf | 30 | 112.6
o21bai | 9 | 67.56
nor2 | 89 | 334.1
mux4 | 17 | 420.4
a21boi | 17 | 127.6
o31ai | 17 | 132.6
nand2b | 4 | 25.02
-- worst min-delay path by stage --
stage	from	end	slack, ns	cells after the start
after CTS	voting_sys.auth.voted[2]$_DFFE_PP0P_	voting_sys.auth.voted[2]$_DFFE_PP0P_	0.46	1
after global routing	voting_sys.auth.voted[2]$_DFFE_PP0P_	voting_sys.auth.voted[2]$_DFFE_PP0P_	0.46	1
final	voting_sys.auth.voted[2]$_DFFE_PP0P_	voting_sys.auth.voted[2]$_DFFE_PP0P_	0.45	1
-- power groups by stage --
| stage | clock [mW] | sequential, mW | combinational, mW |
|---|---|---|---|
| finish | 1.83 | 1.62 | 1.93 |
| global route | 1.94 | 1.64 | 2.16 |
| CTS | 1.87 | 1.62 | 1.95 |
-- worst max-delay path, stage by stage --
cell	delay [ns]
clkbuf_16	0.13
clkbuf_16	0.14
clkdlybuf4s50_1	0.39
-- cells in the final DEF (no fill, tap or decap), types with 11 or more instances in the layout --
cell type and instances:
clkdlybuf4s50_1 73, nor2_1 88, ha_1 50, o31ai_1 16, inv_1 22, a31oi_1 21
buf_4 14, nand2_1 85, dfrtp_1 136, a21oi_1 46, a211oi_1 22, xor2_1 16
clkbuf_16 21, xnor2_1 17, o21ai_0 43, a21boi_0 17, nand3_1 20, mux2_2 11
conb_1 15
-- per-layer routing --
layer,global-route usage,vias up,part of all wire
met5,0,-,0
met4,0.02059,0,0.012
met3,0.07336,19,0.080
met2,0.2893,183,0.43
met1,0.3153,2810,0.48
li1,-,2935,-
-- flip-flops by register name, summed over array words and instances, names as in the netlist --
name and flops:
voting_sys.vcount.votes 64, voting_sys.auth.voted 16, voting_sys.vcount.total_votes_cast 16, voting_sys.vcount.winning_candidate_votes 16
voting_sys.current_voter_id 8, voting_sys.current_candidate 4, voting_sys.error_code 2, voting_sys.vcount.winning_candidate_id 2
voting_sys.auth.already_voted 1, voting_sys.auth.authenticated 1, voting_sys.auth.valid_voter 1, voting_sys.system_ready 1
voting_sys.system_status 1, voting_sys.vcount.results_available 1, voting_sys.vote_accepted 1, voting_sys.vote_rejected 1
-- logic make-up after synthesis --
group / after synthesis
other: 1
buffers and inverters: 77
xor gates and xnor gates: 33
DFF: 136
adders and majority gates: 50
muxes: 31
AOI/OAI and AO/OA: 197
and+or+nand+nor: 257
No activity file was given, so power comes from the tool's default toggle rates.
