[/design/flow/config.mk]
export PLATFORM = sky130hd
export DESIGN_NAME = voting_machine
export DESIGN_NICKNAME = voting_machine
export VERILOG_FILES = /design/flow/design.v
export SDC_FILE = /design/flow/constraint.sdc
export NUM_CORES = 4
export LEC_CHECK = 1
export CORE_AREA = 10 10 75 75
export DIE_AREA = 0 0 85 85
[/design/flow/constraint.sdc]
current_design voting_machine

set clk_period 1.3
set clk_io_pct 0.2

create_clock -name clk0 -period $clk_period [get_ports {clk}]

set non_clock_inputs [all_inputs -no_clocks]
set_input_delay [expr $clk_period * $clk_io_pct] -clock clk0 $non_clock_inputs
set_output_delay [expr $clk_period * $clk_io_pct] -clock clk0 [all_outputs]
[/design/flow/design.v]
`timescale 1ns / 1ps
module voting_machine(
    input clk,
    input rst,
    input voter1,
    input voter2,
    input voter3,
    input voter4,
    input cast_vote,
    output reg [3:0] candidate1_votes,
    output reg [3:0] candidate2_votes,
    output reg [3:0] candidate3_votes,
    output reg [3:0] candidate4_votes,
    output reg invalid_vote
);
always @(posedge clk or negedge rst)
begin
    if(!rst)
    begin
        candidate1_votes <= 0;
        candidate2_votes <= 0;
        candidate3_votes <= 0;
        candidate4_votes <= 0;
        invalid_vote <= 0;
    end
    else
    begin
        invalid_vote <= 0;
        if(cast_vote)
        begin
            case({voter4,voter3,voter2,voter1})
                4'b0001:
                begin
                    candidate1_votes <= candidate1_votes + 1;
                end
                4'b0010:
                begin
                    candidate2_votes <= candidate2_votes + 1;
                end
                4'b0100:
                begin
                    candidate3_votes <= candidate3_votes + 1;
                end
                4'b1000:
                begin
                    candidate4_votes <= candidate4_votes + 1;
                end
                default:
                begin
                    invalid_vote <= 1;
                end
            endcase
        end
    end
end
endmodule
[/design/flow/run.sh]
#!/bin/bash
# OpenROAD 26Q1-2900-gdf79404cd8, Yosys 0.63+post, stock flow scripts
make -C /OpenROAD-flow-scripts/flow DESIGN_CONFIG=/design/flow/config.mk WORK_HOME=/design/flow/orfs finish
==> results.json <==
{
  "worst_slack_ns": 0.109,
  "ant_nets": 0,
  "critical_path_class": "flip-flop to flip-flop",
  "grt_use_total_pct": 5.53,
  "ys.flops": 17,
  "slew_viol_final": 0,
  "port_buffers": 23,
  "place_ws_ns": -0.359,
  "ys.warnings.count": 1,
  "cts_htree_levels": 1,
  "core_area_um2": 4060,
  "yosys.stat.seqShare_pct": 51.7,
  "path_max_fanout": 3,
  "synthDistinctLibCells": 20,
  "cts_buffers": 3,
  "grt_overflow_total": 0,
  "fmaxAchievable_mhz": 840,
  "cts_tree": "done",
  "syn_area_per_cell_um2": 13.1,
  "power_w": 0.00197,
  "insertion_delay_ns": 0.24,
  "antenna_cells": 0,
  "ys_area_um2": 823,
  "wl_per_cell_um": 11.5,
  "final_util_pct": 33.6,
  "finalCriticalPeriod_ns": 1.19,
  "initialDrtViolationCount": 29,
  "critPathArrivalTime_ns": 1.32,
  "cp-start-kind": "flip-flop",
  "status": "complete, no violations",
  "via_per_inst": 3.93,
  "hold_path_class": "input pin to async pin",
  "required_ns": 1.43,
  "area_growth_pct": 65.7,
  "fp-utilization_pct": 20.3,
  "placed_area_um2": 1220,
  "clk_path_buf_depth": 2,
  "top_area_cell": "dfrtp_1",
  "fp.dieH_um": 85,
  "rsz0062_at_grt": "no",
  "yosysMostFrequentCell": "dfrtp_1",
  "ioPinCount": 24,
  "total_leakage_power_nw": 0.696,
  "root_buffer": "clkbuf_8",
  "grt_pass1_wl_um": 3340,
  "slowest_delay_ns": 0.38,
  "vias": 668,
  "die_w_um": 85,
  "tns_ns": 0,
  "maxCapViolCount": 0,
  "slowest_stage": "dfrtp_1",
  "synth-edff-count": 0,
  "route.detailed.drc": 0,
  "drt-total-wl_um": 1950,
  "ff_type": "dfrtp_1",
  "tool_warnings": 25,
  "syn_area_um2": 823,
  "setup_viol": 0,
  "netlist_instances": 63,
  "async_reset_ff_share_pct": 100,
  "power.density_nw_per_um2": 1450,
  "grt_pass1_vias": 715,
  "antenna_found_initial": 0,
  "finalClockPeriodUsage_pct": 91.6,
  "yosys-stat-cells": 63,
  "grt_max_degree": 18,
  "num_rows": 23,
  "drtPass1Iterations": 2,
  "final_cell_area_um2": 1360,
  "clock_sinks": 17,
  "relSlewSlack_pct": 82.8,
  "cts_hold_repair.buffers": 0,
  "synthTopCellsByCount": "17 x dfrtp_1, 12 x xnor2_1",
  "tightest_slew_ns": 0.258,
  "top_cell_area_share_pct": 51.7,
  "vdd_drop_max_uv": 379,
  "skew_ns": 0.000312,
  "clk_pin_slew_ns": 0.06,
  "die_area_um2": 7230,
  "end_kind": "flip-flop",
  "hpwlAfterDp_um": 1480,
  "n_fill_cell": 401,
  "path_cells": "buf_4 -> ha_1 -> mux2_1",
  "final_layout_size_suffix_gt1_share_pct": 33.3,
  "hold_viol": 0,
  "synth.area.top_cells": "dfrtp_1 52%, xnor2_1 13%, ha_1 6.1%",
  "place_congestion": 0.759
}
==> state kept, by name (all words and copies together), names as in the netlist <==
signal,count
candidate2_votes,4
candidate1_votes,4
candidate4_votes,4
invalid_vote,1
candidate3_votes,4
==> path summary, 6_finish.rpt <==
check | end | cells past startpoint | slack, ns | from
setup / recovery | candidate2_votes[1]$_DFFE_PN0P_ | 3 | 0.11 | candidate2_votes[0]$_DFFE_PN0P_
hold / removal | invalid_vote$_DFF_PN0_ | 2 | 0.34 | rst
setup reg to reg | candidate2_votes[1]$_DFFE_PN0P_ | 3 | 0.11 | candidate2_votes[0]$_DFFE_PN0P_
hold reg to reg | candidate1_votes[0]$_DFFE_PN0P_ | 1 | 0.52 | candidate1_votes[0]$_DFFE_PN0P_
max in group asynchronous | candidate4_votes[2]$_DFFE_PN0P_ | 2 | 0.78 | rst
min in group clk0 | invalid_vote$_DFF_PN0_ | 2 | 0.44 | cast_vote
==> power by group <==
part | internal (W) | switching, W | total, W
Sequential | 0.000698 | 0.000102 | 0.000800
Clock | 0.000217 | 0.000161 | 0.000378
Combinational | 0.000533 | 0.000262 | 0.000795
==> area by class of cell <==
class                           count  area [µm²]  share of cell area (%)
Timing Repair Buffer               55         443                    32.5
Sequential cell                    17         425                    31.2
Multi-Input combinational cell     44         388                    28.4
Tap cell                           50        62.6                    4.59
Clock buffer                        4        45.0                    3.30
==> worst max-delay path: cells and delay by family, from the launching register on <==
kind / cells / cell delay [ns]
buffers and inverters: 1 / 0.14
adders and majority gates: 1 / 0.27
muxes: 1 / 0.28
DFF: 1 / 0.38
==> repair_timing <==
item                       in CTS  in global routing
resized                        22                  0
buffers inserted               17                  0
setup endpoints to repair      24                  0
==> cell usage in the layout (no fill, tap or decap), drive strengths merged <==
cell	n
xnor2	12
and3	4
xor2	1
mux2	4
nor3b	1
ha	4
o221a	1
dlygate4sd2	22
and2b	1
buf	32
nand3	2
clkdlybuf4s50	1
clkbuf	4
nor2	1
nand4b	4
nand2	1
nand3b	2
nand4	4
mux2i	1
nor2b	1
dfrtp	17
==> per-stage QoR <==
stage | cells | hold slack [ns]
floorplan | 63 | -0.0356
global placement | 149 | 0.459
detailed placement | 149 | 0.463
CTS | 170 | 0.341
global route | 170 | 0.348
finish | 170 | 0.335
==> routing by layer <==
layer / routed length (µm) / vias to the layer above / global-route usage (%)
met1: 846 / 310 / 6.68
met5: 0 / - / 0
li1: - / 344 / -
met4: 8 / 0 / 1.05
met3: 200 / 2 / 2.79
met2: 897 / 12 / 8.72
==> cell families after synthesis <==
| family | count (synthesis) | share of synthesized area, % |
|---|---|---|
| flip-flops | 17 | 51.7 |
| XOR/XNOR | 13 | 13.8 |
| adder cells (fa/ha/maj) | 4 | 6.08 |
| buffers and inverters | 2 | 1.21 |
| multiplexers | 5 | 6.69 |
| AND-OR/OR-AND | 1 | 1.37 |
| AND/OR/NAND/NOR | 21 | 19.1 |
No activity file was given, so power comes from the tool's default toggle rates.
